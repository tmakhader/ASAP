[flow/config.mk]
export PLATFORM = sky130hd
export DESIGN_NAME = top
export DESIGN_NICKNAME = top
export VERILOG_FILES = /design/flow/design.v
export SDC_FILE = /design/flow/constraint.sdc
export NUM_CORES = 4
export LEC_CHECK = 1
export CORE_UTILIZATION = 50
[flow/constraint.sdc]
current_design top

set clk_period 4.1
set clk_io_pct 0.2

create_clock -name clk0 -period $clk_period [get_ports {clk}]

set non_clock_inputs [all_inputs -no_clocks]
set_input_delay [expr $clk_period * $clk_io_pct] -clock clk0 $non_clock_inputs
set_output_delay [expr $clk_period * $clk_io_pct] -clock clk0 [all_outputs]
[flow/design.v]
module access_controller #
(
  parameter KH_S = 64,
  parameter DT_S = 3,
  parameter ACR_S = 8
)
(
  input  wire [0:0] clk,
  input  wire [0:0] rst,
  input  wire [KH_S-1:0] key_hash,
  input  wire [0:0] key_en,
  input  wire [DT_S-1:0] req_type,
  input  wire [DT_S*ACR_S-1:0] access_reg,
  output wire access_en
);
  localparam IND_S      = $clog2(ACR_S);
  localparam DEHASH_KEY = 32'hDEADBEEF;
  localparam FH_S       = 32;
  reg  [IND_S-1:0]   key_index;
  reg  [IND_S-1:0]   key_index_next;
  wire [KH_S-1:0]    xored_key_hash;
  assign xored_key_hash = key_hash[KH_S-1:FH_S] ^ key_hash[FH_S-1:0] ^ DEHASH_KEY;
  always @(*) begin
    if( rst ) begin
          key_index_next = 3'd0;
    end else if(key_en) begin
         case(xored_key_hash)
               32'hABCD_ABCD : key_index_next = 3'd3;
               32'hBCDA_BCDA : key_index_next = 3'd4;
               default       : key_index_next = 3'd0;
      endcase
    end else begin
      key_index_next = key_index;
    end
  end
  always @(posedge clk) begin
       key_index <= key_index_next;
  end
  assign access_en = access_reg[req_type * ACR_S + key_index];
endmodule
module software_adaptor #
(
  parameter PKT_S      = 32,
  parameter D_S        = 128,
  parameter KH_S       = 64,
  parameter DT_S       = 3
)
(
  input  wire [0:0]       clk,
  input  wire [0:0]       rst,
  input  wire [PKT_S-1:0] data_in,
  input  wire [0:0]       req_valid,
  input  wire [0:0]       rd_ready,
  output reg  [PKT_S-1:0] data_out,
  output reg  [0:0]       rsp_valid,
  input  wire [D_S-1:0]   priv_data,
  output reg  [KH_S-1:0]  key_hash,
  output reg  [DT_S-1:0]  req_type,
  output reg  [0:0]       key_en
);
  localparam FH_S = 32;
  reg [1:0]             req_state;
  reg [1:0]             req_state_next;
  reg [1:0]             rsp_state;
  reg [1:0]             rsp_state_next;
  reg [KH_S-1:0]        key_hash_next;
  reg [2:0]             req_type_next;
  reg                   key_en_next;
  reg                   req_received;
  reg                   rsp_pending;
  wire                  rsp_pending_next;
  reg                   rsp_sent;
  always @(*) begin
      if( rst ) begin
           req_state_next = 2'b00;
      end else if( req_valid ) begin
      case(req_state)
           2'b00    : req_state_next = 2'b01;
           2'b01    : req_state_next = 2'b10;
           2'b10    : req_state_next = 2'b11;
           2'b11    : req_state_next = 2'b00;
           default  : req_state_next = 2'b00;
      endcase
    end else begin
      req_state_next = req_state;
    end
  end
  always @(*) begin
    if( rst ) begin
          rsp_state_next = 2'b00;
    end else if( rd_ready & rsp_pending ) begin
      case(rsp_state)
           2'b00   :   rsp_state_next   = 2'b01;
           2'b01   :   rsp_state_next   = 2'b10;
           2'b10   :   rsp_state_next   = 2'b11;
           2'b11   :   rsp_state_next   = 2'b00;
           default :   rsp_state_next = 2'b00;
      endcase
    end else begin
      rsp_state_next = rsp_state;
    end
  end
  always @(*) begin
    if( rst ) begin
          key_hash_next = { KH_S{ 1'b0 } };
          key_en_next = 1'b0;
          req_type_next = { DT_S{ 1'b0 } };
          req_received = 1'b0;
    end else begin
          case(req_state)
            2'b01: begin
                  key_hash_next   = key_hash;
                  key_en_next     = 1'b0;
                  req_type_next   = data_in[2:0];
                  req_received    = 1'b0;
            end
            2'b10: begin
                  key_hash_next   = { data_in, key_hash[FH_S-1:0] };
                  key_en_next     = 1'b0;
                  req_type_next   = req_type;
                  req_received    = 1'b0;
            end
            2'b11: begin
                  key_hash_next   = { key_hash[KH_S-1:FH_S], data_in };
                  key_en_next     = 1'b1;
                  req_type_next   = req_type;
                  req_received    = 1'b1;
            end
            default: begin
                  key_hash_next   = key_hash;
                  key_en_next     = 1'b0;
                  req_type_next   = req_type;
                  req_received    = 1'b0;
            end
            endcase
      end
   end
  assign rsp_pending_next = (rst)? 1'b0 : rsp_pending & ~rsp_sent | req_received;
  always @(*) begin
    if( rst ) begin
         rsp_valid = 1'b0;
         data_out = 32'd0;
         rsp_sent = 1'b0;
    end else begin
         case({ rd_ready, rsp_pending, rsp_state })
           4'b1_1_00: begin
                    rsp_valid = 1'b1;
                    data_out  = priv_data[31:0];
                    rsp_sent  = 1'b0;
           end
          4'b1_1_01: begin
                    rsp_valid = 1'b1;
                    data_out  = priv_data[63:32];
                    rsp_sent  = 1'b0;
           end
          4'b1_1_10: begin
                   rsp_valid = 1'b1;
                   data_out  = priv_data[95:64];
                   rsp_sent  = 1'b0;
           end
          4'b1_1_11: begin
                   rsp_valid = 1'b1;
                   data_out  = priv_data[127:96];
                   rsp_sent  = 1'b1;
           end
          default:  begin
                   rsp_valid = 1'b0;
                   data_out = 32'd0;
                   rsp_sent = 1'b0;
           end
        endcase
     end
  end
  always @(posedge clk) begin
    req_state    <= req_state_next;
    rsp_state    <= rsp_state_next;
    rsp_pending  <= rsp_pending_next;
    req_type     <= req_type_next;
    key_hash     <= key_hash_next;
    key_en       <= key_en_next;
  end
endmodule
module target_agent #
(
  parameter D_S = 128
)
(
  input  wire [0:0]     access_en,
  output wire [D_S-1:0] priv_data
);
  localparam PRIV_DATA = 128'hABCD_ABCD_DABC_ABCD_ABCD_DABC_DABC_DABC;
  assign priv_data = (access_en)? PRIV_DATA : 128'd0;
endmodule
module top #
(
  parameter PKT_S   = 32,
  parameter D_S     = 128,
  parameter KH_S    = 64,
  parameter DT_S    = 3,
  parameter ACR_S   = 8
)
(
  input  wire                  clk,
  input  wire                  rst,
  input  wire  [PKT_S-1:0]     data_in,
  input  wire                  req_valid,
  input  wire  [0:0]           rd_ready,
  output wire  [PKT_S-1:0]     data_out,
  output wire                  rsp_valid,
  input  wire [DT_S*ACR_S-1:0] access_reg
);
  localparam FH_S = 32;
  wire [KH_S-1:0] key_hash;
  wire [DT_S-1:0] req_type;
  wire [D_S-1:0]  priv_data;
  wire            key_en;
  wire            access_en;
  software_adaptor #(
       .PKT_S                   ( PKT_S ),
       .D_S                     ( D_S   ),
       .KH_S                    ( KH_S  ),
       .DT_S                    ( DT_S  )
  )  adaptor  (
       .clk                     ( clk       ),
       .rst                     ( rst       ),
       .data_in                 ( data_in   ),
       .req_valid               ( req_valid ),
       .rd_ready                ( rd_ready  ),
       .data_out                ( data_out  ),
       .rsp_valid               ( rsp_valid ),
       .priv_data               ( priv_data ),
       .key_hash                ( key_hash  ),
       .req_type                ( req_type  ),
       .key_en                  ( key_en    )
  );
  access_controller #(
       .DT_S                    ( DT_S  ),
       .KH_S                    ( KH_S  ),
       .ACR_S                   ( ACR_S )
  ) controller (
       .clk                     ( clk        ),
       .rst                     ( rst        ),
       .key_en                  ( key_en     ),
       .key_hash                ( key_hash   ),
       .req_type                ( req_type   ),
       .access_reg              ( access_reg ),
       .access_en               ( access_en  )
  );
  target_agent #(
       .D_S                     ( D_S )
  ) agent (
       .access_en               ( access_en ),
       .priv_data               ( priv_data )
  );
endmodule
[flow/run.sh]
#!/bin/bash
# OpenROAD 26Q1-2900-gdf79404cd8, Yosys 0.63+post, stock flow scripts
make -C /OpenROAD-flow-scripts/flow DESIGN_CONFIG=/design/flow/config.mk WORK_HOME=/design/flow/orfs finish
==> run_results.csv <==
group,metric,value,unit
synth,synth_seq_share,0.442,
power,ir_worst_vdd,0.000216,V
clock_network,cts_root_buf,"clkbuf_8",
critical_path,reg2reg_from,"adaptor.key_hash[57]",
critical_path,startpoint_type,"input pin",
layout,layout-drive-gt1-share,0.0536,
final_timing,hold_viol,0,
run,drv_cap,0,
routing,vias,2894,
critical_path,worst-path-buf-inv,2,
floorplanning,top_level_ports,93,
routing,drtAntennaViolNets,0,
routing,drt-pass1-iter-count,4,
global_routing,grt_max_degree,78,
layout,mostFrequentLayoutCell,"nand2_1",
critical_path,path_cells,"clkdlybuf4s50_1 -> mux4_1 -> mux2i_1 -> o21a_1 -> or4_4 -> nor2_1 -> clkdlybuf4s50_1",
final_timing,fin_crit,3.82,ns
global_routing,grt_antenna_before_repair,0,
run_status,outcome,"completed",
final_timing,finalClockPeriodUsage,0.932,
global_routing,grt_pass1_vias,2646,
routing,wl_per_cell,13.3,um
min_path,whs_path_depth,2,
critical_path,cp_max_fo,4,
final_timing,setup_viol,0,
placement,portBuffers,76,
routing,routed_via_density,5.12,
synth,synth.distinct_cells,28,
clock_network,clk_latency,0.35,ns
global_routing,grt.overflow.total,0,
clock_network,cts_tree,"yes",
critical_path,worstPathRequired,3.28,ns
final_timing,setup_ws,0.277,ns
floorplanning,dieArea,0.00731,mm2
synth,synth_area_per_cell,8.00,um2
final_timing,drv_slew,0,
routing,routed_wl,7510,um
final_timing,fmax,262,MHz
final_timing,timing.setup.tns,0,ns
layout,final_cell_mix,"nand2_1, dfxtp_1, clkdlybuf4s50_1",
critical_path,cp-startpoint,"access_reg[20]",
final_timing,clock_skew,0.00998,ns
floorplanning,initCoreUtil,0.516,
placement,post-place-ws,0.256,ns
final_timing,rsz0062_at_grt,"no",
final_timing,tightestPinTransition,0.779,ns
global_routing,track_usage,0.221,
min_path,hp-class,"reg -> reg",
critical_path,cp_slowest_cell,"clkdlybuf4s50_1",
global_routing,grt_first_pass_wirelength,12500,um
routing,n_antenna_cell,0,
layout,fillers,555,
synth,ys.flops,77,
critical_path,critical_path_class,"in -> out",
clock_network,hold_buffers,0,
synth,postSynthCellCount,436,
routing,drcViolationCount,0,
power,power.density,341,mW/mm2
floorplanning,core,0.00676,mm2
clock_network,cts_sinks,77,
layout,post-route-util,0.636,
run,warning_count,41,
synth,yosys_warnings,2,
critical_path,path_depth,7,
clock_network,cts.path.max_buffers,2,
floorplanning,dieHeight,85.5,um
clock_network,cts_setup_buffers,0,
clock_network,numCtsBuffers,9,
critical_path,cpPeakStageDelay,0.51,ns
critical_path,worstRegToRegCells,5,
critical_path,crit_family,"buffers and inverters",
critical_path,arrival,3.00,ns
synth,ys_cells,436,
placement,dp_hpwl,4970,um
critical_path,r2r_slack,2.74,ns
clock_network,cts_resized,0,
synth,syn-cell-area,0.00349,mm2
floorplanning,num_rows,30,
final_timing,slew_headroom,0.481,
critical_path,cp-end-kind,"output port",
clock_network,clk_pin_slew,0.07,ns
layout,syn2layout_area_growth,23.3,%
routing,dr.first_iter.drc_count,147,
critical_path,crit_path_frequent_cell,"clkdlybuf4s50_1",
power,cellLeakagePower,0.00156,uW
floorplanning,die_w,85.5,um
min_path,hold_start,"adaptor.key_hash[13]",
synth,ys_area,0.00349,mm2
clock_network,h-tree-depth,3,
placement,place.gp.congestion,0.792,
==> sequential cells by signal (all words and copies together), names as in the netlist <==
register              cells
adaptor.req_type          3
adaptor.req_state         4
adaptor.rsp_state         2
adaptor.key_hash         64
adaptor.rsp_pending       1
adaptor.key_en            1
controller.key_index      2
==> cell type report <==
cell class	count	area [um2]	share of cell area
Multi-Input combinational cell	308	1660	0.385
Inverter	2	7.51	0.00175
Clock buffer	10	128	0.0297
Clock inverter	6	63.8	0.0148
Timing Repair Buffer	82	801	0.186
Tap cell	80	100	0.0233
Sequential cell	77	1540	0.359
==> logic make-up after synthesis <==
family | count (synthesis) | synth area share
compound gates | 71 | 0.106
xor+xnor | 32 | 0.0804
fa+ha+maj | 4 | 0.0144
other cells | 1 | 0.00108
simple gates | 187 | 0.226
mux | 10 | 0.0427
flops | 77 | 0.442
buf+inv | 54 | 0.0872
==> worst reg2reg max path, delay by kind of cell (launching register included) <==
| kind | cells | cell delay, ns |
|---|---|---|
| simple gates | 4 | 0.68 |
| xor+xnor | 1 | 0.27 |
| flops | 1 | 0.35 |
==> cells in the mapped netlist <==
library cell  number  area [um2]
nor4_1            11        68.8
or4_4              1        11.3
ha_1               4        50.1
a21oi_1           67         335
conb_1             1        3.75
clkbuf_1          22        82.6
nand4bb_1          1        11.3
inv_1              2        7.51
mux2i_1            7        70.1
nand2_1          134         503
a21o_2             1        8.76
nor3b_1            1        7.51
nand2b_1           3        18.8
nor3_1             2        10.0
buf_4             27         203
nor2_1            21        78.8
o21a_1             1        7.51
a211o_1            1        8.76
xnor2_1           12         105
nand3_1            2        10.0
nor2b_1            4        25.0
nand4_1            6        37.5
a211oi_1           1        7.51
xor2_1            20         175
mux4_1             3        78.8
buf_1              3        11.3
dfxtp_1           77        1540
nand3b_1           1        7.51
==> metal layers <==
metal	track usage	vias up	wire (um)
li1	-	1490	-
met4	0.0485	0	180
met5	0	-	0
met2	0.321	83	3230
met1	0.356	1304	3660
met3	0.0420	17	439
==> stage by stage <==
stage               power, uW  hold slack [ns]  cells  instance area [um2]
floorplan                 863            0.448    439                 3500
CTS                      1480            0.469    565                 4300
detailed placement        930            0.458    549                 4110
global route             1530            0.483    565                 4300
finish                   1470            0.465    565                 4300
global placement          928            0.453    549                 4110
==> worst paths after layout <==
| path | to |
|---|---|
| max | data_out[12] |
| min | adaptor.key_hash[13] |
| max reg2reg | controller.key_index[2] |
| min reg2reg | adaptor.key_hash[13] |
==> report_power, final <==
part	switching (uW)	leakage (uW)	internal, uW
logic	63.1	0.000845	69.9
registers	13.7	0.000623	766
clock network	275	0.0000923	280
Power and IR drop assume default switching activity.
