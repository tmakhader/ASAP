### /design/flow/config.mk
export PLATFORM = sky130hd
export DESIGN_NAME = smu
export DESIGN_NICKNAME = smu
export VERILOG_FILES = /design/flow/design.v
export SDC_FILE = /design/flow/constraint.sdc
export NUM_CORES = 4
export LEC_CHECK = 1
export CORE_UTILIZATION = 30
### /design/flow/constraint.sdc
current_design smu

set clk_period 4.8
set clk_io_pct 0.2

create_clock -name clk0 -period $clk_period [get_ports {cfgClk}]
create_clock -name clk1 -period $clk_period [get_ports {clk}]

set non_clock_inputs [all_inputs -no_clocks]
set_input_delay [expr $clk_period * $clk_io_pct] -clock clk0 $non_clock_inputs
set_output_delay [expr $clk_period * $clk_io_pct] -clock clk0 [all_outputs]
### /design/flow/run.sh
#!/bin/bash
# OpenROAD 26Q1-2900-gdf79404cd8, Yosys 0.63+post, stock flow scripts
make -C /OpenROAD-flow-scripts/flow DESIGN_CONFIG=/design/flow/config.mk WORK_HOME=/design/flow/orfs finish
### /design/flow/design.v
module bitstream_deserializer #(
    parameter CFG_SIZE = 100             
)(
    input  wire SerialIn,                     
    input  wire StreamValid,                  
    input  wire clk,                          
    input  wire rst,                          
    output wire CfgDone,                      
    output reg [CFG_SIZE-1:0] ParallelOut     
);
    reg  [$clog2(CFG_SIZE)-1:0] StreamBitCount;       
    wire [$clog2(CFG_SIZE)-1:0] StreamBitCountNext;  
    reg  [CFG_SIZE-1:0]         ParallelOutNext;
    always @(*) begin
        if ( rst ) begin
            ParallelOutNext = 0;
        end else if ( StreamValid ) begin
            ParallelOutNext = { ParallelOut[CFG_SIZE-2:0], SerialIn };
        end else begin
            ParallelOutNext = ParallelOut;
        end
    end 
    assign StreamBitCountNext = rst         ? 1'b0:
                                StreamValid ? StreamBitCount + 1'b1 : StreamBitCount;
    always @(posedge clk) begin
        StreamBitCount <= StreamBitCountNext;
        ParallelOut    <= ParallelOutNext;
    end
    assign CfgDone = (StreamBitCount == CFG_SIZE);
endmodule
module cfg_decrypt # (
    parameter CFG_SIZE      = 100,
    parameter DECRYPT_KEY   = 32'h0000_0000 
) (
    input  wire [CFG_SIZE-1: 0]     EncryptedCfg,
    output wire [CFG_SIZE-1: 0]     DecryptedCfg,
    output wire                     DecryptionDone
);
    assign DecryptedCfg   = EncryptedCfg ^ {$bits(CFG_SIZE){DECRYPT_KEY}};
    assign DecryptionDone = 1'b1;
endmodule
module smu # (
    parameter  N                  =    2,              
    parameter  K                  =    4,              
    parameter  M                  =    6,              
    parameter  DECRYPT_KEY        =    32'h0000_0000,  
    parameter  SMU_SEGMENT_SIZE   =    64              
) (
    input  wire             clk,                      
    input  wire             rst,                      
    input  wire [K-1:0]     p,                        
    input  wire             bitstreamSerialIn,        
    input  wire             bitstreamValid,
    input  wire             cfgClk,
    output wire [M-1:0]     trigger
);
    localparam SMU_NUM_SEGMENTS   = (K + SMU_SEGMENT_SIZE - 1)/SMU_SEGMENT_SIZE;   
    localparam BITS_NUM_SEGMENTS  = (SMU_NUM_SEGMENTS == 1) ? 1 : $clog2(SMU_NUM_SEGMENTS);
    localparam REG_CMP_SEL_LSB    = 0;
    localparam REG_CMP_SEL_MSB    = REG_CMP_SEL_LSB + 1;
    localparam REG_FSM_CMP_LSB    = REG_CMP_SEL_MSB + 1;
    localparam REG_FSM_CMP_MSB    = REG_FSM_CMP_LSB + $clog2(N) - 1;
    localparam REG_MASK_LSB       = REG_FSM_CMP_MSB + 1;
    localparam REG_MASK_MSB       = REG_MASK_LSB + SMU_SEGMENT_SIZE - 1;
    localparam REG_CMP_VAL_LSB    = REG_MASK_MSB + 1;
    localparam REG_CMP_VAL_MSB    = REG_CMP_VAL_LSB + SMU_SEGMENT_SIZE - 1;
    localparam REG_INP_SEL_LSB    = REG_CMP_VAL_MSB + 1;
    localparam REG_INP_SEL_MSB    = REG_INP_SEL_LSB + BITS_NUM_SEGMENTS - 1;
    localparam REG_SMU_ENB_LSB    = REG_INP_SEL_MSB + 1;
    localparam REG_SMU_ENB_MSB    = REG_SMU_ENB_LSB;
    localparam CFG_SMU_UNIT_SIZE  = REG_SMU_ENB_MSB - REG_CMP_SEL_LSB + 1;
    localparam SMU_CFG_SIZE       = N * M * CFG_SMU_UNIT_SIZE;
    wire [$clog2(N)-1:0]                           SmuState[M-1:0];
    wire                                           SmuEn;
    wire                                           DecryptionDone;
    wire                                           SmuCfgDoneUnsynced;
    reg                                            SmuCfgDone;
    wire [SMU_CFG_SIZE-1:0]                       CfgRegSmuEncrypted;
    wire [SMU_CFG_SIZE-1:0]                       CfgRegSmuDecrypted;
    wire [CFG_SMU_UNIT_SIZE-1:0]                  CfgRegSmu[N-1:0][M-1:0];
    genvar g_smu;
    generate
        for (g_smu = 0; g_smu < M; g_smu=g_smu+1) begin : genblk_smu
            smu_unit # (
                .N                   ( N ),
                .K                   ( K ),
                .SMU_SEGMENT_SIZE    ( SMU_SEGMENT_SIZE )
            ) smu_unit_inst (
                .clk            ( clk ),
                .rst            ( rst ),
                .i              ( p ) , 
                .SmuEn          ( SmuEn ),   
                .RegSmuEn       ( CfgRegSmu[SmuState[g_smu]][g_smu][REG_SMU_ENB_MSB:REG_SMU_ENB_LSB] ),
                .RegInpSel      ( CfgRegSmu[SmuState[g_smu]][g_smu][REG_INP_SEL_MSB:REG_INP_SEL_LSB] ),
                .RegMask        ( CfgRegSmu[SmuState[g_smu]][g_smu][REG_MASK_MSB:REG_MASK_LSB] ),
                .RegCmp         ( CfgRegSmu[SmuState[g_smu]][g_smu][REG_CMP_VAL_MSB:REG_CMP_VAL_LSB] ),
                .RegCmpSelect   ( CfgRegSmu[SmuState[g_smu]][g_smu][REG_CMP_SEL_MSB:REG_CMP_SEL_LSB]),
                .RegFsmCmp      ( CfgRegSmu[SmuState[g_smu]][g_smu][REG_FSM_CMP_MSB:REG_FSM_CMP_LSB]),
                .trigger        ( trigger[g_smu]),
                .SmuState       ( SmuState[g_smu] )
            );
        end
    endgenerate
    genvar g_cfg_out, g_cfg_in;
    generate
        for (g_cfg_out = 0; g_cfg_out < N; g_cfg_out = g_cfg_out + 1) begin : genblk_cfg_out
            for (g_cfg_in = 0; g_cfg_in < M; g_cfg_in = g_cfg_in + 1) begin : genblk_cfg_in
                assign CfgRegSmu[g_cfg_out][g_cfg_in] = CfgRegSmuDecrypted[((g_cfg_out*M + g_cfg_in + 1)*CFG_SMU_UNIT_SIZE - 1) -: CFG_SMU_UNIT_SIZE];
            end
        end
    endgenerate
    bitstream_deserializer # (
        .CFG_SIZE            ( N*M*CFG_SMU_UNIT_SIZE )
    ) deserializer_inst (
        .clk                 ( cfgClk ),
        .rst                 ( rst ),
        .SerialIn            ( bitstreamSerialIn ),
        .StreamValid         ( bitstreamValid ),
        .ParallelOut         ( CfgRegSmuEncrypted ),
        .CfgDone             ( SmuCfgDoneUnsynced )
    );
    always @(posedge clk) begin
        SmuCfgDone <= SmuCfgDoneUnsynced;
    end
    assign SmuEn =  SmuCfgDone    &
                    DecryptionDone;
    cfg_decrypt #(
        .CFG_SIZE       ( N*M*CFG_SMU_UNIT_SIZE ),
        .DECRYPT_KEY    ( DECRYPT_KEY )
    ) smu_cfg_decrypt_smu_inst (
        .EncryptedCfg   ( CfgRegSmuEncrypted ),
        .DecryptedCfg   ( CfgRegSmuDecrypted ),
        .DecryptionDone ( DecryptionDone ) 
    );
endmodule
module smu_unit # (
    parameter  N                  =    2,    
    parameter  K                  =    4,    
    parameter  SMU_SEGMENT_SIZE   =    64,
    parameter  SMU_NUM_SEGMENTS   =   (K + SMU_SEGMENT_SIZE - 1)/SMU_SEGMENT_SIZE,   
    parameter  BITS_NUM_SEGMENTS  =   (SMU_NUM_SEGMENTS == 1) ? 1 : $clog2(SMU_NUM_SEGMENTS)
) (
    input  wire                          clk,
    input  wire                          rst,
    input  wire [K-1:0]                  i,                  
    input  wire                          RegSmuEn,
    input  wire [BITS_NUM_SEGMENTS-1:0]  RegInpSel,          
    input  wire [SMU_SEGMENT_SIZE-1:0]   RegMask,            
    input  wire [SMU_SEGMENT_SIZE-1:0]   RegCmp,             
    input  wire [1:0]                    RegCmpSelect,       
    input  wire [$clog2(N)-1:0]          RegFsmCmp,          
    input  wire                          SmuEn,              
    output reg [$clog2(N)-1:0]          SmuState,            
    output wire                         trigger              
);
    wire [SMU_SEGMENT_SIZE-1:0]            MaskedCmpInp;
    wire                                   CmpEq;   
    wire                                   CmpGt;
    wire                                   CmpLt;
    reg                                    CmpSel;
    wire  [$clog2(N)-1:0]        SmuStateNext; 
    wire                         StateMatch;
    wire                         OverallSmuEn;
    wire                         gated_clk;
    wire [SMU_SEGMENT_SIZE-1:0]  p;
    wire [SMU_SEGMENT_SIZE-1:0]  SegmentedI[SMU_NUM_SEGMENTS-1:0];
    genvar g_seg;
    generate
        for (g_seg = 0; g_seg < SMU_NUM_SEGMENTS; g_seg = g_seg + 1) begin  : genblk_seg 
            if ((g_seg + 1) * SMU_SEGMENT_SIZE > K) begin
                assign SegmentedI[g_seg] = i[(K-1):g_seg*SMU_SEGMENT_SIZE];
            end else begin
                assign SegmentedI[g_seg] = i[(g_seg+1)*SMU_SEGMENT_SIZE-1 -: SMU_SEGMENT_SIZE];
            end
        end
    endgenerate
    assign OverallSmuEn = SmuEn & RegSmuEn;
    assign p          = SegmentedI[RegInpSel];
    assign MaskedCmpInp      = (p & RegMask);
    assign CmpEq = MaskedCmpInp == RegCmp;    
    assign CmpGt = MaskedCmpInp >  RegCmp;    
    assign CmpLt = MaskedCmpInp <  RegCmp;    
    always @* begin 
        if (rst) begin
            CmpSel <= 1'b0;
        end else begin
            case (RegCmpSelect)
                2'b00  : CmpSel <= 1'b1;         
                2'b11  : CmpSel <= CmpEq;        
                2'b01  : CmpSel <= CmpLt;        
                2'b10  : CmpSel <= CmpGt;        
            endcase
        end
    end
    assign StateMatch = ~|(SmuState ^ RegFsmCmp);
    assign trigger = OverallSmuEn ? (StateMatch & CmpSel) : 1'b0;
    assign SmuStateNext = rst ? 0:
                          (CmpSel & ~StateMatch)  ?  (SmuState + 1'd1) : 
                          0 ;
    always @(posedge gated_clk) begin
        SmuState <= SmuStateNext;
    end
    assign gated_clk = clk & (OverallSmuEn | rst);
endmodule
==> results.py <==
# Metrics from the implementation run
metrics = {
    "logic_synthesis": {
        "ys_async_sr_fraction_pct": 0,
        "synth_seq_share_pct": 53.9,
        "ys_area_sq_mm": 0.0599,
        "synth_warnings": 3,
        "synth_flops": 1614,
        "syn_inst": 5734,
        "synth.distinct_cells": 42,
        "syn-cell-area_sq_mm": 0.0599,
        "synth-main-ff-cell": "dfxtp_1",
        "synth.avg_cell_area_sq_um": 10.5,
        "yosysCellCount": 5734,
        "edf_count": 0,
    },
    "detailed_routing": {
        "vias_per_cell": 4.41,
        "wire_per_inst_um": 11.6,
        "routed_wl_um": 97000,
        "ant_nets": 0,
        "vias": 36991,
        "route.detailed.drc": 0,
        "firstDrtPassIters": 5,
        "first_iter_violations": 2030,
    },
    "setup_path": {
        "path_buffers": 3,
        "rrSetupSlack_ps": 2270,
        "rr_worst_depth": 6,
        "cp_max_fo": 7,
        "slowest_stage": "clkdlybuf4s50_1",
        "crit_required_ps": 3840,
        "cp_cell_sequence": "clkdlybuf4s50_1 > buf_12 > nor2b_1 > ha_1 > nor2b_1 > o21a_1 > o21ai_0 > a21oi_1 > a21bo_1 > a211oi_2 > clkdlybuf4s50_1",
        "critical_path_class": "input pin to output port",
        "worst_setup_path_start_kind": "input pin",
        "arrival_ps": 3680,
        "r2r_start": "deserializer_inst.ParallelOut[504]",
        "rr_endpoint": "genblk_smu[3].smu_unit_inst.SmuState",
        "cp-end-kind": "output port",
        "max_stage_delay_ps": 510,
        "critPathTopFamily": "buffers and inverters",
    },
    "final_timing": {
        "rsz0062_at_grt": "false",
        "final_max_slew_viol_count": 0,
        "hold_viol": 0,
        "finalWorstSetupSlack_ps": 164,
        "setup_viol": 0,
        "worstMarginPinSlew_ps": 860,
        "relSlewSlack_pct": 42.7,
        "finalSetupTns_ps": 0,
        "skew_ps": 32.1,
    },
    "power": {
        "ir_worst_vdd_mv": 0.379,
        "power.leakage_nw": 29.1,
        "p_per_area_mw_per_mm2": 398,
    },
    "grt": {
        "grt_pass1_wl_um": 168000,
        "grt_use_met2_pct": 15.0,
        "grt.busiest_layer": "met2",
        "grt-ovfl-total": 0,
        "grt_usage_pct": 9.75,
        "grt_pass1_vias": 35549,
        "met1_usage_pct": 14.3,
        "grtUsageMet3_pct": 1.96,
        "grt_max_degree": 168,
        "antenna_found_initial": 3,
    },
    "place": {
        "portBuffers": 13,
        "gp_congestion": 0.780,
        "dp_hpwl_um": 54700,
        "pre_cts_ws_ps": 149,
    },
    "finish": {
        "fill_cells": 19171,
        "lay_top_cells": "nor2_1, mux2i_1, dfxtp_1, clkbuf_16, nor4_1",
        "drive_above_1_share_pct": 6.55,
        "layout_top_cell": "nor2_1",
        "area_delta_synth_final_pct": 13.8,
        "utilization_pct": 34.5,
    },
    "hold_path": {
        "hold_start": "SmuCfgDone",
        "min_path_type": "flop to clock gate",
        "holdPathStages": 5,
    },
    "die": {
        "design.core.area_sq_mm": 0.198,
        "io_pins": 15,
        "fp.dieW_um": 449,
        "die-area_sq_mm": 0.202,
        "fp.dieH_um": 449,
        "rows": 163,
        "initCoreUtil_pct": 30.3,
    },
    "clocking": {
        "clk_pin_slew_ps": 30,
        "ctsResizeCount": 0,
        "postCtsHoldBufs": 4,
        "cts_tree": "yes",
        "post_cts_buffers": 0,
    },
    "run_status": {
        "status": "completed",
    },
    "flow_run": {
        "max-cap-violations": 0,
        "tool_warnings": 58,
    },
}
Yosys cell counts, types with 20 or more instances:
master / count / area (sq um)
nor2_1: 1647 / 6180
mux2i_1: 1645 / 16500
dfxtp_1: 1614 / 32300
buf_2: 182 / 911
clkbuf_1: 182 / 683
nor4_1: 123 / 769
nand4_1: 46 / 288
nor2b_1: 30 / 188
ha_1: 26 / 325
a21oi_1: 23 / 115
nor3_1: 22 / 110
or3_1: 20 / 125
per-stage QoR:
| step | hold slack (ps) | power [mW] | instance area [sq um] | std cells |
|---|---|---|---|---|
| 6_report | 197 | 27.1 | 68200 | 8385 |
| 5_1_grt | 231 | 28.2 | 68200 | 8384 |
| 4_1_cts | 201 | 27.6 | 68200 | 8383 |
| 3_5_place_dp | -1770 | 14.6 | 62500 | 8070 |
| 3_3_place_gp | -1780 | 14.6 | 62500 | 8070 |
| 2_1_floorplan | -1950 | 14.5 | 59900 | 5734 |
state kept, by name, indices dropped and copies added (netlist names):
| signal | count |
|---|---|
| deserializer_inst.StreamBitCount | 11 |
| deserializer_inst.ParallelOut | 1596 |
| genblk_smu.smu_unit_inst.SmuState | 6 |
| SmuCfgDone | 1 |
where the power goes:
group	switching (mW)	internal (mW)
clock network	5.32	7.56
logic	0.554	0.332
registers	0.00365	13.4
total	5.88	21.3
how the worst max path moves through the flow:
stage | slack, ps | to | from | cells after the start
finish | 160 | trigger[0] | p[1] | 11
global route | 30 | trigger[0] | p[1] | 11
CTS | 140 | trigger[3] | p[1] | 11
area by class of cell:
cell class / count / area (sq um) / share of cell area, %
clock inverter: 57 / 672 / 0.985
antenna: 2 / 5.00 / 0.00734
multi-input combinational: 3741 / 25900 / 38.0
timing repair buffer: 80 / 1010 / 1.49
tap: 2640 / 3300 / 4.84
sequential: 1614 / 32300 / 47.4
clock buffer: 248 / 4950 / 7.26
inverter: 3 / 11.3 / 0.0165
worst min-delay path: stages (launching register included):
cell	delay [ps]
dfxtp_1	290
dlygate4sd3_1	540
dlygate4sd3_1	560
buf_4	140
dlygate4sd3_1	820
a21oi_1	230
cell families (layout without fill, tap and decap cells):
kind of cell / Yosys count / after routing / synth area share [%]
and+or+nand+nor: 1960 / 1960 / 13.8
muxes: 1663 / 1663 / 27.8
DFF: 1614 / 1614 / 53.9
buffers and inverters: 379 / 388 / 2.85
AOI/OAI and AO/OA: 85 / 85 / 0.952
adders and majority gates: 26 / 26 / 0.543
xor gates and xnor gates: 7 / 7 / 0.102
other: 0 / 2 / 0
per-layer routing:
metal  routed length (um)  vias to the layer above
li1                     -                    19403
met1                49000                    17102
met2                41800                      315
met3                 3560                      167
met4                 2560                        4
met5                   31                        -
Power is estimated from default activity; no workload was simulated.
